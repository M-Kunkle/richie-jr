File: design/flow/config.mk
export PLATFORM = sky130hd
export DESIGN_NAME = alu
export DESIGN_NICKNAME = alu
export VERILOG_FILES = /design/flow/design.v
export SDC_FILE = /design/flow/constraint.sdc
export NUM_CORES = 4
export LEC_CHECK = 1
export CORE_AREA = 10 10 70 70
export DIE_AREA = 0 0 80 80
File: design/flow/constraint.sdc
current_design alu

set clk_period 8.5
set clk_io_pct 0.2

create_clock -name clk0 -period $clk_period

set non_clock_inputs [all_inputs -no_clocks]
set_input_delay [expr $clk_period * $clk_io_pct] -clock clk0 $non_clock_inputs
set_output_delay [expr $clk_period * $clk_io_pct] -clock clk0 [all_outputs]
File: design/flow/design.v
`timescale 1ns / 1ps
module alu(result, carryFlag, zeroFlag, A, B, sub);
    output [7:0] result; 
    output carryFlag, zeroFlag;
    input [7:0] A, B;
    input sub;
	 wire [8:0] fullSum;
	 assign fullSum = A + (sub ? ~B + 1: B);
	 assign result = fullSum[7:0];
	 assign carryFlag = fullSum[8];
	 assign zeroFlag = fullSum == 0;
endmodule
File: design/flow/run.sh
#!/bin/bash
# OpenROAD 26Q1-2900-gdf79404cd8, Yosys 0.63+post, stock flow scripts
make -C /OpenROAD-flow-scripts/flow DESIGN_CONFIG=/design/flow/config.mk WORK_HOME=/design/flow/orfs finish
==> results_slide.txt <==
Implementation Results

Yosys
  • YS warnings: 0
  • Top cells by area, synth: ha_1 20%, xnor2_1 11%, inv_1 5.9%
  • Seq share, synth: 0%
  • YS chip area: 571.8 sq um
  • Cell taking the most area after synthesis: ha_1
  • Synthesized area: 571.8 sq um
  • Gate Count Post-Synth: a little under 80
  • Area share, top type: 19.69%
  • Yosys cell count: 79
  • Syn_area_per_cell: 7.238 sq um
  • Cell Type Count: 34

Layout
  • Layout Utilization: 26.23%
  • Area Growth Syn to Fin: 56.67%
  • Layout fillers: 394
  • FF/Latch Area: 0 sq um
  • Most frequent logic cell in the layout: clkdlybuf4s50_1
  • Final Instance Area: 895.9 sq um
  • # clk buffers: 0
  • Seq Cell Count: 0
  • Logic area: around 530 sq um
  • Share of layout cells above drive strength 1: 4.762%
  • Dominant logic cell types in the final layout: 27 x clkdlybuf4s50_1, 9 x inv_1, 9 x ha_1, 7 x xnor2_1

Job
  • Tool warnings: 32
  • Max-cap violations: 0

Pwr
  • Power, Total: 82.28 uW
  • PwrDens: 91.84 nW/um^2
  • Worst vdd ir: approximately 25 uV
  • Leak pwr: 0.3415 nW

Placed design
  • Placer Congestion: 0.8544
  • Hpwl dp: 1593 um
  • Port Buffers: 27
  • Placed Area: ~900 sq um

Timing
  • Post-layout min period: 6.613 ns
  • Slew headroom: a little under 80%
  • Fin. Hold Viols: 0
  • RSZ-0062 raised after global routing: false
  • WHS: between 4 and 5 ns
  • Total Neg Setup Slack: 0 ns
  • Final setup vio count: 0
  • Worst-Margin Slew: approximately 0.33 ns
  • Slew Limit Fails: 0
  • Fin crit share: 77.80%
  • Fmax: 151.2 MHz

Die
  • Chip area: ~6400 sq um
  • Die Y: 80 um
  • CORE AREA: ~3400 sq um
  • Top Ports: 27
  • Starting density of the core: 16.74%
  • # rows: 21
  • Die width: 80 um

Detailed routing
  • Drt drc: 0
  • First DRT Iteration DRCs: 15
  • # diodes: 0
  • Routed len/inst: 11.44 um
  • Vias per cell: 4.252
  • Routed Antenna Nets: 0
  • Vias: 642
  • Wirelength, routed: 1727 um
  • 1st-pass router iterations: 4

Critical path
  • Worst Path Arrival: 4.91 ns
  • CP max stage delay: 0.54 ns
  • Worst path cell trace: clkdlybuf4s50_1 > inv_1 > ha_1 > nand2_1 > o21ai_0 > inv_1 > fa_1 > nor2b_1 > o31a_1 > a21oi_1 > or4b_1 > nor4_2 > clkdlybuf4s50_1
  • Setup CP Type: input pin to output port
  • Worst-path maximum fanout: 3
  • Req. time, crit path: just under 7 ns
  • Startpoint types: input pin
  • Critical Path Sink Type: output port
  • Slowest cell on crit path: or4b_1

Min path
  • Hold/Removal Path Class: input pin to output port

Clock tree
  • Post-CTS Resized: 0
  • Hold Buf Count CTS: 0
  • Setup bufs post-CTS: 0

Global routing
  • Vias in the first global route: 674
  • Initial antenna violation count: 0
  • Largest net degree at the start of global routing: 10
  • Total gr overflow: 0
  • GRT Resource Usage Total: 5.552%
  • Global-route wire length before repair: 3015 um

Status
  • Outcome: finished clean
per-stage QoR:
step | setup slack (ns) | instances
floorplan | 3.133 | 79
global placement | 1.860 | 151
detailed placement | 1.851 | 151
CTS | 1.845 | 151
global route | 1.695 | 151
finish | 1.887 | 151
final timing paths:
check | slack, ns | cells after the start | start | end
max | 1.89 | 13 | B[0] | zeroFlag
min | 4.48 | 3 | A[0] | result[0]
metal layers:
layer / global-route usage [%] / vias up / share of wire (%)
met5: 0 / - / 0
met4: 0 / 0 / 0
met3: 0.4545 / 0 / 3.0
met2: 9.952 / 17 / 48
met1: 7.422 / 275 / 49
li1: - / 350 / -
cells in the mapped netlist (2+ instances only):
| cell type | n |
|---|---|
| o31ai_1 | 4 |
| xnor2_1 | 7 |
| ha_1 | 9 |
| a211oi_1 | 2 |
| a21oi_1 | 2 |
| nand2_1 | 6 |
| nor2_1 | 6 |
| inv_1 | 9 |
| nand3_1 | 3 |
| nor3_1 | 3 |
| o21ai_0 | 4 |
| xor2_1 | 2 |
power by group:
part	internal (mW)	switching, mW	total [mW]
Clock	0	0	0
Combinational	0.0471	0.0352	0.0823
Sequential	0	0	0
final cells by class:
type | instances | area share, %
repair buffers | 27 | 30.17
well taps | 46 | 6.425
inverters | 9 | 3.771
multi-input cells | 69 | 59.64
cells by family (layout without fill, tap and decap cells):
family,count (synthesis),in the layout,synth area share [%]
compound gates,25,25,33.26
xor+xnor,9,9,13.79
fa+ha+maj,10,10,23.20
buf+inv,10,36,6.564
simple gates,25,25,23.20
critical path: cells and delay by family:
family	cells	cell delay (ns)
and+or+nand+nor	4	0.94
AOI/OAI and AO/OA	3	0.39
adders and majority gates	2	0.70
buffers and inverters	4	1.18
Power figures rest on the tool's default switching activity, not on a simulated workload.
