**./design.v**
```verilog
`timescale 1ns / 1ps
module ram(data_out, address, clk, res, en);
	output [7:0]data_out;
	input clk, res, en;
	input [3:0]address;
	reg [7:0]data_out;
	wire [7:0]ram_contents[15:0];
	assign ram_contents[0]  = 8'b01001011;
	assign ram_contents[1]  = 8'b00011111;
	assign ram_contents[2]  = 8'b00101110;
	assign ram_contents[3]  = 8'b11110000;
	assign ram_contents[4]  = 8'b00000000;
	assign ram_contents[5]  = 8'b00000000;
	assign ram_contents[6]  = 8'b00000000;
	assign ram_contents[7]  = 8'b00000000;
	assign ram_contents[8]  = 8'b00000000;
	assign ram_contents[9]  = 8'b00000000;
	assign ram_contents[10] = 8'b00000000;
	assign ram_contents[11] = 8'b00000000;
	assign ram_contents[12] = 8'b00000000;
	assign ram_contents[13] = 8'b00000000;
	assign ram_contents[14] = 8'b00101010;
	assign ram_contents[15] = 8'b00101111;
	always@(posedge clk)
	begin
		if (en & !res)
			data_out = ram_contents[address];
		else
			data_out = data_out;
	end
endmodule
```
**./run.sh**
```bash
#!/bin/bash
# OpenROAD 26Q1-2900-gdf79404cd8, Yosys 0.63+post, stock flow scripts
make -C /OpenROAD-flow-scripts/flow DESIGN_CONFIG=/design/flow/config.mk WORK_HOME=/design/flow/orfs finish
```
**./config.mk**
```make
export PLATFORM = sky130hd
export DESIGN_NAME = ram
export DESIGN_NICKNAME = ram
export VERILOG_FILES = /design/flow/design.v
export SDC_FILE = /design/flow/constraint.sdc
export NUM_CORES = 4
export LEC_CHECK = 1
export CORE_AREA = 10 10 70 70
export DIE_AREA = 0 0 80 80
```
**./constraint.sdc**
```tcl
current_design ram

set clk_period 1.2
set clk_io_pct 0.2

create_clock -name clk0 -period $clk_period [get_ports {clk}]

set non_clock_inputs [all_inputs -no_clocks]
set_input_delay [expr $clk_period * $clk_io_pct] -clock clk0 $non_clock_inputs
set_output_delay [expr $clk_period * $clk_io_pct] -clock clk0 [all_outputs]
```
==> notes.md <==
The total clock sinks is 7, and the routed via count divided by cell count is 2.60. The worst hold slack after final layout was 0.752 ns. The run gives 2 for the worst hold path cell count. Setup repair after global routing could not meet its margin everywhere. The met1 routing resource usage after global routing came out at 2.26%. Once synthesis finished, the tally of register bits stood at 7. Per the post-route antenna check, the number of violating nets is 0. The run reported a max-capacitance violation count of 0.

The tools report the count of filler cells inserted in the layout as 395. With the total iterations of the first detailed-routing run at 1, the leakage power of the design is 0.172 nW. The tools report the count of H-tree levels built during CTS as 1. Per the OpenROAD floorplan log, the height of the die is 80 um. Per the OpenROAD floorplan log, the area of the core is 0.00342 mm^2. The dominant non-sequential cell family after synthesis was simple AND/OR/NAND/NOR gates. Before placement the cells fill 8.75% of the core. The critical path in this run is classified as reg2out. The run gives 88.0% as the normalized max-slew margin.

Mean post-synth cell area: 13.6 um^2. The run gives 70.3% for the register share after synthesis. Among all stages on the critical path, the maximum delay recorded is 0.39 ns. The logs give 299 um^2 for the post-synth area from yosys stat and 1 for the total of warnings raised by yosys.

TritonCTS built the clock tree. Global routing consumed, on the met3 layer, 0.682% of the routing resources. The power density of the placed cells works out to 1110 mW/mm^2.

The final report gives the standard cell area, fillers excluded, as 513 um^2. After floorplanning, the die was sized to cover 0.00640 mm^2.

The register with the most flip-flops in the layout has 7 of them. Summing over every cut layer, the via total after detailed routing is 224. The transition time recorded at the tightest slew-check pin is 0.180 ns. The parity-gate share of the synthesized area counting xor and xnor cells is 2.93%. The maximum number of pins on one net before global-route repair was 8; the fraction of the mapped netlist area in simple logic gates was 13.4%.

The floorplan report gives the top-level pin count as 15. The via count of the first global-routing pass came out at 235. Endpoints with negative setup slack in the final report add up to 0.

The number of remaining DRC errors is 0, and the final clock period utilization by the worst path is 94.8%. With the data arrival at the endpoint of the critical path at 0.90 ns, the combinational gate area is 77.6 um^2. After synthesis, the netlist uses 12 different library cells. The placed cell area is 497 um^2, and the number of buffers inserted during clock tree synthesis is 3. The run gives 71.5% for the signed area change from the synthesized netlist to the final layout. The cell family with the largest share of critical-path delay was flip-flops. The OpenROAD report gives the critical path a required time of 0.96 ns. For the wire length reported by the detailed router, the log shows 700 um. The number of failing hold endpoints at the final stage was 0; the share of post-route cells with drive strength above 1 was 12.5%. The worst hold path belongs to the class in2reg.

On the reported timing paths, the clock transition at the registers reads 0.05 ns. With the worst path buffer plus inverter count at 1, the number of I/O port buffers is 14. Number of antenna violations at the first check in global routing: 0.

The global placement routability congestion came out at 0.635. Per the GRT congestion report, total overflow comes to 0. The clock root buffer is sky130_fd_sc_hd__clkbuf_4. The start point of the critical path is data_out[3]. The worst hold path begins at address[0]. Of the total synthesized cell area, the portion taken by full adders, half adders and majority gates is 0%.

The multiplexer fraction of the synthesized cell area works out to 0%. Counting I/O delays and the setup requirement, the final critical path takes 1.14 ns. The worst VDD IR drop from the latest analysis is 288 uV. The largest driver fanout on the critical path is 2. The layout report lists the combined flip-flop and latch area as 210 um^2.

The number of warnings reported in the stage logs is 26. For this design, Yosys synthesis ends with a cell count of 22. The logic depth of the worst path, buffers included is 1. The total track usage is 2.13%.

The endpoint type of the worst setup path is an output pin. The maximum clock insertion buffer count is 2. The die is 80 um wide. In the routed netlist, the antenna diode instances number 0.

The run gives 0 as the iteration-0 DRC count of the detailed router. STA classifies the critical path startpoint as a flip-flop. TritonRoute output was used to compute an average wire per cell of 8.14 um.

Static timing analysis puts the maximum clock frequency at 879 MHz. The global-route wire length before repair was 1080 um. The synthesized area is 299 um^2, and the final-report max-slew violation count is 0.

After floorplanning, the core was divided into 21 placement rows. For this run, global-route usage on met2 was measured as 3.53%. In this run the critical path is formed by dlygate4sd2_1.

The slowest cell on the critical path is sky130_fd_sc_hd__edfxtp_1. Global route summary, busiest routing layer listed as met2. In the synthesized netlist, the number of instances is 22.

The post-synthesis share of cell area spent on and-or and or-and gates works out to 9.62%. The run finished with clean final reports. Power comes to 0.568 mW.
[Yosys cell counts]
master                      count  area [um^2]
sky130_fd_sc_hd__a21oi_1        1         5.00
sky130_fd_sc_hd__o2bb2ai_1      2         17.5
sky130_fd_sc_hd__xor2_1         1         8.76
sky130_fd_sc_hd__edfxtp_1       7          210
sky130_fd_sc_hd__or2_4          1         8.76
sky130_fd_sc_hd__nand2_1        2         7.51
sky130_fd_sc_hd__and2_1         1         6.26
sky130_fd_sc_hd__nor2_1         3         11.3
sky130_fd_sc_hd__nor2b_1        1         6.26
sky130_fd_sc_hd__o22ai_1        1         6.26
sky130_fd_sc_hd__buf_4          1         7.51
sky130_fd_sc_hd__inv_1          1         3.75
[stage by stage]
| stage | setup TNS, ns | utilization [%] | cells | setup WS [ns] |
|---|---|---|---|---|
| 2_1_floorplan | 0 | - | 22 | 0.219 |
| 3_3_place_gp | -0.891 | 14.5 | 82 | -0.102 |
| 3_5_place_dp | -0.951 | 14.5 | 82 | -0.122 |
| 4_1_cts | 0 | 15.0 | 86 | 0.0290 |
| 5_1_grt | -0.00992 | 15.0 | 86 | -0.00564 |
| 6_report | 0 | 15.0 | 86 | 0.0625 |
[final timing paths]
kind	to
setup / recovery	data_out[1]
hold / removal	data_out[4]
[report_power, final]
group / total [mW] / switching [mW] / internal, mW
clock network: 0.201 / 0.0748 / 0.126
logic: 0.0739 / 0.0273 / 0.0466
registers: 0.293 / 0.00426 / 0.289
total: 0.568 / 0.106 / 0.461
[layout by cell type, fill, tap and decap left out, types with 2 or more instances in the layout]
| cell | n |
|---|---|
| sky130_fd_sc_hd__clkbuf_4 | 3 |
| sky130_fd_sc_hd__o2bb2ai_1 | 2 |
| sky130_fd_sc_hd__dlygate4sd2_1 | 8 |
| sky130_fd_sc_hd__nor2_1 | 3 |
| sky130_fd_sc_hd__clkdlybuf4s50_1 | 6 |
| sky130_fd_sc_hd__edfxtp_1 | 7 |
| sky130_fd_sc_hd__nand2_1 | 2 |
[timing repair]
item / in CTS / in global routing
hold buffers: 0 / 0
setup endpoints to repair: 8 / 2
setup buffers: 0 / 0
gates cloned: 0 / 0
gates resized: 8 / 0
hold endpoints to repair: 0 / 0
[logic make-up after synthesis]
kind of cell / after synthesis
buf+inv: 2
flops: 7
compound gates: 4
simple gates: 8
xor+xnor: 1
[metal layers]
layer	routed length, um	up-vias
met2	355	9
met4	27	0
met3	47	2
met1	269	100
li1	-	113
met5	0	-
[layout make-up]
type / instances / area share [%]
multi-input cells: 13 / 15.1
flip-flops and latches: 7 / 41.0
inverters: 1 / 0.732
clock buffers: 4 / 5.12
well taps: 46 / 11.2
repair buffers: 15 / 26.8
Power is estimated from default activity; no workload was simulated.
