$ cat flow/design.v
`timescale 1ns / 1ps
module reg8bit(data_Out, data_In, clk, res, en);
    output [7:0] data_Out;
    input [7:0] data_In;
    input clk, res, en;
	 reg [7:0] data;
	 assign data_Out = data;
	 always@(posedge clk)
	 begin
		if (en & !res)
			data = data_In;
		else if (!en & !res)
			data = data;
		else
			data = 0;
	 end
endmodule
$ cat flow/run.sh
#!/bin/bash
# OpenROAD 26Q1-2900-gdf79404cd8, Yosys 0.63+post, stock flow scripts
make -C /OpenROAD-flow-scripts/flow DESIGN_CONFIG=/design/flow/config.mk WORK_HOME=/design/flow/orfs finish
$ cat flow/config.mk
export PLATFORM = sky130hd
export DESIGN_NAME = reg8bit
export DESIGN_NICKNAME = reg8bit
export VERILOG_FILES = /design/flow/design.v
export SDC_FILE = /design/flow/constraint.sdc
export NUM_CORES = 4
export LEC_CHECK = 1
export CORE_AREA = 10 10 70 70
export DIE_AREA = 0 0 80 80
$ cat flow/constraint.sdc
current_design reg8bit

set clk_period 1.2
set clk_io_pct 0.2

create_clock -name clk0 -period $clk_period [get_ports {clk}]

set non_clock_inputs [all_inputs -no_clocks]
set_input_delay [expr $clk_period * $clk_io_pct] -clock clk0 $non_clock_inputs
set_output_delay [expr $clk_period * $clk_io_pct] -clock clk0 [all_outputs]
==> impl_metrics.toml <==
# synthesis and place-and-route metrics
[worst_setup_path]
critPathBufInv = 1
critPathTopFamily = "flip-flops"
cp.depth = 1
crit_start = "data[4]"
cp_max_fo = 1
critPathKind = "reg -> out"
cpPeakStageDelay_ns = 0.36
cp_slowest_cell = "edfxtp_1"
critPathArrivalTime_ns = 0.85
cp-end-kind = "output port"
crit_required_ns = 0.96
path_cells = "dlygate4sd2_1"
critPathLaunchType = "flip-flop"

[synthesis]
yosys-top-cells-count = "and3b_1 (8), edfxtp_1 (8), or2_1 (1)"
ys_ff = 8
netlist.area_leader.share = 0.7589
ys_area_um2 = 316.6
yosys_cells = 17
yosysWarnings = 1
area_leaders = "edfxtp_1 (76%), and3b_1 (22%), or2_1 (2.0%)"
synth.avg_cell_area_um2 = 18.62
async_reset_ff_frac = 0
syn_inst = 17
synth-edff-count = 8
ys_seq_frac = 0.7589
ys_types = 3
flop_cell = "edfxtp_1"
syn_area_um2 = 316.6
top_area_cell = "edfxtp_1"

[routing]
final_antenna_net_count = 0
avgViaCountPerCell = 2.596
drc = 0
drt_wl_total_um = 775
via_count = 231
drt_iter0_drc = 2
num_antenna_cells = 0
first_pass_iters = 2
wl_per_cell_um = 8.708

[timing]
rsz0062_at_grt = "no"
max_slew_margin = 0.9428
fin_ws_ns = 0.1071
finalHoldViolations = 0
setup_viol = 0
tns_ns = 0
fmax_mhz = 915.0
period_needed_ns = 1.093
period_used_share = 0.9107
worstMarginPinSlew_ns = 0.08559
slew_viol_final = 0

[clock_network]
ctsRootBufferMaster = "clkbuf_4"
cts_sinks = 8
clockBufferDepth = 2
cts-buffers-inserted = 3
cts_tree = "yes"
h-tree-depth = 1
clk_pin_slew_worst_paths_ns = 0.04

[run]
warnings = 25
cap_violations = 0

[global_routing]
grt.overflow.total = 0
grt_max_degree = 9
grt.total_usage = 0.02321
grt_pass1_vias = 258
grt_pass1_wl_um = 1117
grt_antenna_before_repair = 0

[final_layout]
regArea_um2 = 240.2
multiInputGateArea_um2 = 76.32
final_cells = 89
fillCellCount = 408
area_delta_synth_final_pct = 90.91
largest_reg_flops = 8
drive_above_1_share = 0.1860
finalInstanceArea_um2 = 604.3

[floorplanning]
die_y_um = 80
die-width_um = 80
dieArea_um2 = 6400
core_um2 = 3416
io-pin-count = 19
rows = 21
fp_util = 0.09267

[placed_design]
place_ws_ns = -0.09644
placed_cell_area_um2 = 591.8
io_buffers = 18
finalWeightedCongestion = 0.7588
hpwlAfterDp_um = 723.2
dpl.cell_count = 86

[min_path]
min_to = "data[5]"
min_path_cells = 2
hold_class = "in -> reg"
min_from = "data_In[5]"

[run_status]
outcome = "completed"

[pwr]
p_total_uw = 611.8
powerDensity_nw_per_um2 = 1012
p_leak_nw = 0.2717
ir_worst_vdd_uv = 298.9
timing repair:
| action | 4_1_cts | 5_1_grt |
|---|---|---|
| hold buffers | 0 | 0 |
| setup endpoints to repair | 8 | 0 |
| setup buffers | 0 | 0 |
| gates resized | 8 | 0 |
worst max path at each step:
stage / end / slack, ns
finish: data_Out[4] / 0.11
CTS: data_Out[2] / 0.08
global route: data_Out[1] / 0.05
cells by family after synthesis:
logic type       count (synthesis)  synth area share
flip-flops                       8            0.7589
AND/OR/NAND/NOR                  9            0.2411
layer usage:
layer,vias to the layer above,share of wire,track usage
met5,-,0,0
met4,0,0.012,0.008803
met3,2,0.083,0.01477
met2,12,0.54,0.04334
met1,95,0.37,0.01861
li1,122,-,-
placed cells by master (no fill, tap or decap):
master,Yosys,final
and3b_1,8,8
dlygate4sd2_1,0,8
buf_4,0,5
or2_1,1,1
clkbuf_4,0,3
edfxtp_1,8,8
clkdlybuf4s50_1,0,10
per-stage QoR:
step           hold WS [ns]    util
2_1_floorplan        0.4728       -
4_1_cts              0.6828  0.1769
6_report             0.6886  0.1769
3_3_place_gp         0.9450  0.1733
3_5_place_dp         0.9385  0.1733
5_1_grt              0.6768  0.1769
power by group:
group | total [mW] | switching, mW | internal (mW)
combinational | 0.0889 | 0.0220 | 0.0668
clock | 0.185 | 0.0722 | 0.113
sequential | 0.338 | 0.00494 | 0.333
final cells by class:
| class | instances | share of cell area |
|---|---|---|
| clock buffers | 3 | 0.03727 |
| multi-input cells | 9 | 0.1263 |
| flip-flops and latches | 8 | 0.3975 |
| well taps | 46 | 0.09524 |
| repair buffers | 23 | 0.3437 |
Power figures rest on the tool's default switching activity, not on a simulated workload.
